## ./config.mk

```make
export PLATFORM = sky130hd
export DESIGN_NAME = Decoder4_16
export DESIGN_NICKNAME = Decoder4_16
export VERILOG_FILES = /design/flow/design.v
export SDC_FILE = /design/flow/constraint.sdc
export NUM_CORES = 4
export LEC_CHECK = 1
export CORE_AREA = 10 10 70 70
export DIE_AREA = 0 0 80 80
```

## ./constraint.sdc

```tcl
current_design Decoder4_16

set clk_period 1.0
set clk_io_pct 0.2

create_clock -name clk0 -period $clk_period

set non_clock_inputs [all_inputs -no_clocks]
set_input_delay [expr $clk_period * $clk_io_pct] -clock clk0 $non_clock_inputs
set_output_delay [expr $clk_period * $clk_io_pct] -clock clk0 [all_outputs]
```

## ./design.v

```verilog
`timescale 1ns / 1ps
module Decoder3_8(
    input en,
    input [2:0] in,
    output [7:0] out
    );
    wire n_in[2:0];
    not N1 (n_in[0], in[0]);
    not N2 (n_in[1], in[1]);
    not N3 (n_in[2], in[2]);
    and A1 (out[0], n_in[2], n_in[1], n_in[0], en);
    and A2 (out[1], n_in[2], n_in[1], in[0], en);
    and A3 (out[2], n_in[2], in[1], n_in[0], en);
    and A4 (out[3], n_in[2], in[1], in[0], en);
    and A5 (out[4], in[2], n_in[1], n_in[0], en);
    and A6 (out[5], in[2], n_in[1], in[0], en);
    and A7 (out[6], in[2], in[1], n_in[0], en);
    and A8 (out[7], in[2], in[1], in[0], en);
endmodule
`timescale 1ns / 1ps
module Decoder4_16(
    input [3:0] in,
    output [15:0] out
    );
    wire n_en;
    not N1(n_en, in[3]);
    Decoder3_8 Dec1(n_en, in[2:0], out[7:0]);
    Decoder3_8 Dec2(in[3], in[2:0], out[15:8]);
endmodule
```

## ./run.sh

```bash
#!/bin/bash
# OpenROAD 26Q1-2900-gdf79404cd8, Yosys 0.63+post, stock flow scripts
make -C /OpenROAD-flow-scripts/flow DESIGN_CONFIG=/design/flow/config.mk WORK_HOME=/design/flow/orfs finish
```

==> changes_impl.md <==
### Metrics

* Row count at 21
* Worst-path maximum fanout at 5
* Failing checks: setup timing
* Top area cell types: nor4b_2 26%, and4b_1 17%, and4bb_1 16%
* Pin count of the biggest net entering global routing at 7
* Port buffer count at 20
* Commonest non-fill, non-tap cells in the layout: 16 x buf_6, 15 x buf_2, 9 x buf_4
* Setup TNS at -0.969 ns
* Type of the worst min-delay path: in -> out
* Drt initial violations at 12
* Clock buffer count at 0
* Synth unique cells at 9
* Vias in the first global route at 350
* Peak VDD IR at 0.0579 mV
* DR vias/cell at 3.33
* Status: finished, violations left
* Avg Inst Size Synth at between 10 and 15 µm²
* Total Power at 215 µW
* Yosys cell count at 20
* Initial Util at 0.0678
* Seq/Total Area, Yosys at 0
* Area growth from synthesis to layout at 190%
* Multiplexer share at 0
* Period Utilization, post-route at 1.14
* Routed Antenna Nets at 0
* Die span in y at 80 µm
* Leak at 0.336 nW
* Global placer's final weighted congestion at between 0.6 and 0.7
* WHS at 0.640 ns
* Global routing usage on met2 at 0.0465
* Top cell area share at 0.259
* Initial antenna violation count at 0
* Total wire length at 1270 µm
* Ant diodes at 0
* Die Outline Area at 6400 µm²
* Yosys adder share at 0
* Met1 usage at 0.0521
* Grt met3 use at 0.0170
* Chip Area, Yosys at 231 µm²
* Area of the core at 3420 µm²
* Rel. slew slack at 0.849
* Aoi share at 0
* WS Path Type: in -> out
* Layout cell share with drive strength beyond 1 at 0.869
* Die W at 80 µm
* Unrepaired setup endpoints after global routing: true
* Most used logic cell in the final layout: buf_6
* 1st-pass router iterations at 2
* Residual DRC at 0
* Synth Cell Area at 231 µm²
* GRT overflow at 0
* Aggregate global-route resource usage at 0.0351
* Crit path DRT at 0.80 ns
* Final hold viol count at 0
* I/O pin count at 20
* Arrival time worst endpoint at 0.94 ns
* CP startpoint kind: primary input
* OpenROAD warnings at 34
* Yosys warning tally at 1
* Slew Viols, Final at 0
* Xor/xnor share at 0
* Routed wire length per instance at 11.9 µm
* Crit path launch: in[2]
* And+or+nand+nor area frac at 0.838
* Period minus WS final at 1.14 ns
* Fmax at 878 MHz
* Max cap viols at 0
* Worst Setup End Kind: primary output
* Synth logic family: simple AND/OR/NAND/NOR gates
* Post-DP HPWL at about 770 µm
* Synth Instances at 20
* Flop count at 0
* Final setup fails at 14
* Sequential cell area at 0 µm²
* First-pass GRT wire length at 1880 µm
* Area leader, netlist: nor4b_2
* Gr busiest metal: met1
* Via count at 356
* Slew @ Worst Pin at approximately 0.22 ns
* HP Start: in[2]
* Final worst slack at -0.139 ns
* P per Cell Area at 321 nW/µm²
## stage by stage
step / worst slack (ns) / std cells / cell area (µm²) / util
6_report: -0.139 / 107 / 672 / 0.197
5_1_grt: -0.165 / 107 / 672 / 0.197
3_5_place_dp: -0.878 / 90 / 512 / 0.150
3_3_place_gp: -0.855 / 90 / 512 / 0.150
2_1_floorplan: 0.264 / 20 / 231 / -
4_1_cts: -0.132 / 105 / 624 / 0.183
## worst max-delay path: stages
cell and delay, ns:
buf_8 0.11, buf_6 0.11, buf_6 0.12, nor4b_4 0.26, buf_2 0.14
## cells in the mapped netlist
cell / number
and4_1: 1
and4bb_2: 2
nor4_2: 1
nor4b_2: 4
nor4bb_1: 1
buf_4: 2
and4bb_1: 3
and4b_1: 4
buf_6: 2
## kinds of logic (layout without fill, tap and decap cells)
family	count (synthesis)	in the layout
buffers and inverters	4	45
AND/OR/NAND/NOR	16	16
## per-layer routing
metal / part of all wire / wire length [µm]
met1: 0.48 / 613
met2: 0.41 / 517
met3: 0.11 / 138
met4: 0 / 0
met5: 0 / 0
## repair_timing
item,CTS,global route
pin swaps,11,5
setup buffers,13,2
gates resized,90,7
hold buffers,0,0
setup endpoints to repair,16,15
gates cloned,2,0
## final cells by class
type                            instances  area [µm²]
Tap cell                               46        57.6
Timing Repair Buffer                   45         388
Fill cell                             383        2740
Multi-Input combinational cell         16         226
## power by group
group / total (mW) / internal [mW] / switching [mW] / leakage (nW)
Combinational: 0.215 / 0.142 / 0.0738 / 0.336
Clock: 0 / 0 / 0 / 0
Sequential: 0 / 0 / 0 / 0
Total: 0.215 / 0.142 / 0.0738 / 0.336
## final timing paths
check / depth (start not counted) / to
worst min-delay path: 3 / out[10]
worst max-delay path: 5 / out[8]
Power is estimated from default activity; no workload was simulated.
